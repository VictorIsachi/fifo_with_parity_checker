## flow/design.v

```verilog
module checked_fifo
# (parameter FIFO_DEPTH = 4,                             
             DATA_WIDTH = 17,                            
             PARITY     = 1'b1,                          
             P_BIT      = 1'b1                           
  )
  (input  logic                  clk, rst_n,
   input  logic                  valid_in, grant_in,
   output logic                  grant_out, valid_out,
   input  logic [DATA_WIDTH-1:0] data_in,
   output logic [DATA_WIDTH-1:0] data_out
  );
  logic pop_valid_out, pop_grant_in;
  fifo_top #(.FIFO_DEPTH(FIFO_DEPTH),
             .DATA_WIDTH(DATA_WIDTH)
            ) fifo_top_inst (
             .clk, .rst_n,
             .push_valid_in(valid_in), .pop_grant_in,
             .push_grant_out(grant_out), .pop_valid_out,
             .push_data_in(data_in), .pop_data_out(data_out)
            );
  parity_check #(.PARITY(PARITY),
                 .P_BIT(P_BIT),
                 .DATA_WIDTH(DATA_WIDTH)
                ) parity_check_inst (
                 .pop_valid_out, .grant_in,
                 .pop_grant_in, .valid_out,
                 .data_out
                );
endmodule: checked_fifo
module fifo_cu
# (parameter FIFO_DEPTH = 4,                             
             ADDR_WIDTH = $clog2(FIFO_DEPTH),            
             FIFO_SIZE  = $clog2(FIFO_DEPTH+1)           
  )
  (input  logic                  clk, rst_n,
   input  logic                  push_valid_in, pop_grant_in,
   output logic                  push_grant_out, pop_valid_out,
   output logic [ADDR_WIDTH-1:0] rd_addr, wr_addr        
  );
  typedef enum logic [1:0] {
    RESET  = 2'b00,
    EMPTY  = 2'b10,
    ACTIVE = 2'b11,
    FULL   = 2'b01
  } state_t;
  state_t                state, next_state;
  logic [ADDR_WIDTH-1:0] h_addr, next_h_addr;            
  logic [FIFO_SIZE-1:0]  fifo_size, next_fifo_size;      
  always_ff @ (posedge clk, negedge rst_n) begin
    if (!rst_n) begin
      h_addr    <= '0;
      fifo_size <= '0;
      state     <= RESET;
    end else begin
      h_addr    <= next_h_addr;
      fifo_size <= next_fifo_size;
      state     <= next_state;
    end
  end
  always_comb begin
    unique case (state)
      RESET: begin
        next_h_addr    = h_addr;
        next_fifo_size = fifo_size;
        next_state     = EMPTY;
      end
      EMPTY: begin
        next_h_addr      = h_addr;
        if (push_valid_in) begin                         
          next_fifo_size = fifo_size + 1;
          next_state     = ACTIVE;
        end else begin
          next_fifo_size = fifo_size;
          next_state     = EMPTY;
        end
      end
      ACTIVE: begin
        if (push_valid_in) begin
          if (pop_grant_in) begin                        
            next_h_addr    = h_addr + 1;
            next_fifo_size = fifo_size;
            next_state     = ACTIVE;
          end else begin                                 
            next_h_addr    = h_addr;
            next_fifo_size = fifo_size + 1;
            if (next_fifo_size == FIFO_DEPTH)            
              next_state   = FULL;
            else                                         
              next_state   = ACTIVE;
          end
        end else begin
          if (pop_grant_in) begin                        
            next_h_addr    = h_addr + 1;
            next_fifo_size = fifo_size - 1;
            if (next_fifo_size == 0)                     
              next_state   = EMPTY;
            else                                         
              next_state   = ACTIVE;
          end else begin                                 
            next_h_addr    = h_addr;
            next_fifo_size = fifo_size;
            next_state     = ACTIVE;
          end
        end
      end
      FULL: begin
        if (pop_grant_in) begin                          
          next_h_addr    = h_addr + 1;
          next_fifo_size = fifo_size - 1;
          next_state     = ACTIVE;
        end else begin
          next_h_addr    = h_addr;
          next_fifo_size = fifo_size;
          next_state     = FULL;
        end
      end
    endcase
  end
  always_comb begin
    {push_grant_out, pop_valid_out} = state;             
    rd_addr = h_addr;                                    
    wr_addr = h_addr + fifo_size;                        
  end
endmodule: fifo_cu
module fifo_mem
# (parameter FIFO_DEPTH = 4,                             
             DATA_WIDTH = 17,                            
             ADDR_WIDTH = $clog2(FIFO_DEPTH)             
  )
  (input  logic                  clk, en,                
   input  logic [ADDR_WIDTH-1:0] rd_addr, wr_addr,       
   input  logic [DATA_WIDTH-1:0] push_data_in,
   output logic [DATA_WIDTH-1:0] pop_data_out
  );
  logic [DATA_WIDTH-1:0] fifo [FIFO_DEPTH];              
  always @ (posedge clk)
    if (en) fifo[wr_addr] <= push_data_in;
  assign pop_data_out = fifo[rd_addr];
endmodule: fifo_mem
module fifo_top
# (parameter FIFO_DEPTH = 4,                             
             DATA_WIDTH = 17,                            
             ADDR_WIDTH = $clog2(FIFO_DEPTH)             
  )
  (input  logic                  clk, rst_n,
   input  logic                  push_valid_in, pop_grant_in,
   output logic                  push_grant_out, pop_valid_out,
   input  logic [DATA_WIDTH-1:0] push_data_in,
   output logic [DATA_WIDTH-1:0] pop_data_out
  );
  logic [ADDR_WIDTH-1:0] rd_addr, wr_addr;               
  logic                  en;                             
  fifo_mem #(.FIFO_DEPTH(FIFO_DEPTH),
             .DATA_WIDTH(DATA_WIDTH)
            ) fifo_mem_inst (
             .clk, .en,
             .rd_addr, .wr_addr,
             .push_data_in, .pop_data_out
            );
  fifo_cu #(.FIFO_DEPTH(FIFO_DEPTH)
           ) fifo_cu_inst (
            .clk, .rst_n, 
            .push_valid_in, .pop_grant_in, 
            .push_grant_out, .pop_valid_out, 
            .rd_addr, .wr_addr
           );
  assign en = push_valid_in & push_grant_out;
endmodule: fifo_top
module parity_check
# (parameter PARITY     = 1'b1,                          
             P_BIT      = 1'b1,                          
             DATA_WIDTH = 17                             
  )
  (input  logic                  pop_valid_out, grant_in,
   output logic                  pop_grant_in, valid_out,
   input  logic [DATA_WIDTH-1:0] data_out
  );
  logic data_odd;                                        
  assign data_odd = ^data_out;                           
  generate
    if (PARITY == 1'b1)                                  
      assign valid_out = ~data_odd & pop_valid_out;      
    else                                                 
      assign valid_out = data_odd & pop_valid_out;       
  endgenerate
  assign pop_grant_in = grant_in;
endmodule: parity_check
```

## flow/run.sh

```bash
#!/bin/bash
# OpenROAD 26Q1-2900-gdf79404cd8, Yosys 0.63+post, stock flow scripts
make -C /OpenROAD-flow-scripts/flow DESIGN_CONFIG=/design/flow/config.mk WORK_HOME=/design/flow/orfs finish
```

## flow/config.mk

```make
export PLATFORM = sky130hd
export DESIGN_NAME = checked_fifo
export DESIGN_NICKNAME = checked_fifo
export VERILOG_FILES = /design/flow/design.v
export SDC_FILE = /design/flow/constraint.sdc
export NUM_CORES = 4
export LEC_CHECK = 1
export CORE_UTILIZATION = 40
```

## flow/constraint.sdc

```tcl
current_design checked_fifo

set clk_period 3.7
set clk_io_pct 0.2

create_clock -name clk0 -period $clk_period [get_ports {clk}]

set non_clock_inputs [all_inputs -no_clocks]
set_input_delay [expr $clk_period * $clk_io_pct] -clock clk0 $non_clock_inputs
set_output_delay [expr $clk_period * $clk_io_pct] -clock clk0 [all_outputs]
```

==> results.cfg <==
; generated from flow reports
[detailed_routing]
wl_per_cell_um = 16.9
routed.top_layer = met4
wl_met1_mm = 2.29
ant_nets = 0
wl_mm = 5.35
num_vias = 1560
drt_pass1_iterations = 4
vias_per_cell = 4.92
wl_met2_mm = 2.47
drc = 0
diodes = 0
drtIter0Drc = 86
routed-wl-met3_um = 518

[setup_path]
crit_path_end_kind = output port
critical_path.top_delay_family = XOR/XNOR gates
critPathArrivalTime_ns = 2.56
crit_start = fifo_top_inst.fifo_cu_inst.h_addr[0]
worstPathRequired_ns = 2.96
crit_type = reg -> out
cp_cell_sequence = buf_12 -> mux4_2 -> xnor2_2 -> xnor2_2 -> xnor3_1 -> mux2i_1 -> dlymetal6s2s_1
cp_common_cell = xnor2_2
r2r-start = fifo_top_inst.fifo_cu_inst.h_addr[0]
cpPeakStageDelay_ns = 0.54
start_kind = flip-flop
critical_path_buf_inv_count = 2
worstPathMaxFanout = 8
slowest_stage = mux4_2

[yosys]
yosysChipArea_um2 = 3120
ys_warn_count = 2
area_leaders = edfxtp_1 65%, mux4_1 11%, dfrtp_1 5.6%
ys_seq_share_pct = 71.1
yosys_cells = 150
syn_area_um2 = 3120
synth.top_cell.area_share_pct = 65.5
avgSynthCellArea_um2 = 20.8
synth_cells = 150
numSynthFlops = 75
top_area_cell = edfxtp_1
ys_types = 25

[clock_network]
hold_buffers = 0
clock_sinks = 75
tritoncts = built
clock_path_buffers = 2
cts_buffers = 9
clkLatencyLatePin_ns = 0.34
h-tree-depth = 3
clk_pin_slew_ns = 0.07
cts-root-buf = clkbuf_8

[finish]
drive_gt1_share_pct = 25.7
post-route-util_pct = 53.7
num-fill-cells = 579
seq_area_um2 = 2220
final-comb-area_um2 = 858
layout.cells.most_common = edfxtp_1
syn2layout_area_growth_pct = 27.6
lay_top_cells = 68 x edfxtp_1, 38 x clkdlybuf4s50_1, 15 x mux4_2, 15 x buf_4, 12 x xnor2_1

[flow_run]
tool_warnings = 28
drv_cap = 0

[die]
ios = 40
core_util_floorplan_pct = 42.1
die_x_um = 90.3
core_area_um2 = 7410
dieArea_um2 = 8150
rows = 31
die_h_um = 90.3

[power_and_ir_drop]
power.density_nw_per_um2 = 1140
power_leakage_nw = 1.40
vdd_drop_max_mv = 0.543

[final_timing]
tightest_slew_ns = 0.416
rsz0062_at_grt = false
period_needed_ns = 3.30
slew_headroom_pct = 72.2
whs_ns = 0.544
fin_setup_tns_ns = 0
finalClockPeriodUsage_pct = 89.1
fmax_ghz = 0.303
hold_viol = 0
setup_viol = 0
skew_ns = 0.00500
drv_slew = 0

[grt]
grt_pass1_vias = 1684
grt_max_degree = 18
grt_first_pass_wirelength_mm = 8.20
track_usage_pct = 14.5
grt_remaining_overflow = 0
antenna_found_initial = 0

[min_path]
worstHoldPathType = reg -> reg
hold_start = fifo_top_inst.fifo_cu_inst.fifo_size[2]

[placement]
place.gp.congestion = 0.742
dpl.hpwl_mm = 3.49
port_buffers = 39

[status]
status = completed
## registers in the layout (all words and copies together) (netlist names)
name,cells
fifo_top_inst.fifo_cu_inst.fifo_size,3
fifo_top_inst.fifo_cu_inst.h_addr,2
fifo_top_inst.fifo_cu_inst.state,2
fifo_top_inst.fifo_mem_inst.fifo,68
## cell type report
type | instances | area share [%]
Tap cell | 99 | 3.11
Sequential cell | 75 | 55.8
Clock buffer | 10 | 3.21
Timing Repair Buffer | 56 | 13.5
Multi-Input combinational cell | 69 | 21.6
Clock inverter | 6 | 2.61
Inverter | 2 | 0.189
## metal layers
metal	track usage [%]	vias to the layer above
met5	0	-
met4	2.28	0
met3	6.41	7
met2	21.2	75
met1	22.8	752
li1	-	726
## final timing paths
check / to / slack, ns / cells past startpoint
max: valid_out / 0.40 / 7
min: fifo_top_inst.fifo_cu_inst.fifo_size[2] / 0.54 / 1
max reg2reg: fifo_top_inst.fifo_mem_inst.fifo[3][14] / 1.39 / 7
min reg2reg: fifo_top_inst.fifo_cu_inst.fifo_size[2] / 0.54 / 1
max in group asynchronous: fifo_top_inst.fifo_cu_inst.h_addr[0] / 2.77 / 1
min in group asynchronous: fifo_top_inst.fifo_cu_inst.state[0] / 0.67 / 1
## synth_stat cells (all sizes together)
cell type   n
xnor2      17
a22oi       1
nand3       4
mux4       17
dfrtp       7
a21oi       2
o31ai       1
edfxtp     68
nand2b      1
o21ai       2
nor3        2
nor2        4
xor2        3
o211ai      1
inv         2
nand2       5
ha          5
buf         4
nand3b      1
mux2i       1
xnor3       2
## logic make-up after synthesis
group                    synth area share [%]
AND-OR/OR-AND                            1.36
XOR/XNOR                                 7.30
adder cells (fa/ha/maj)                  2.01
buffers and inverters                    1.57
flip-flops                               71.1
multiplexers                             14.2
AND/OR/NAND/NOR                          2.49
## metrics by stage
stage,area [µm²],power [mW],instances,setup slack [ns]
6_report,3980,4.53,317,0.402
4_1_cts,3920,4.48,309,0.00213
5_1_grt,3980,4.85,317,0.225
3_5_place_dp,3670,3.67,292,0.188
3_3_place_gp,3670,3.65,292,0.252
2_1_floorplan,3120,2.76,150,1.02
## repair_timing
action                     in CTS  in global routing
setup endpoints to repair       1                  1
resized                         9                 11
gates cloned                    0                  0
hold endpoints to repair        0                  0
pin swaps                       2                  3
setup buffers                   1                  8
## power breakdown
| group | total (mW) | switching, mW | internal, mW |
|---|---|---|---|
| clock network | 0.720 | 0.276 | 0.444 |
| registers | 1.45 | 0.119 | 1.33 |
| logic | 2.36 | 0.915 | 1.45 |
Power figures rest on the tool's default switching activity, not on a simulated workload.
